[flow/config.mk]
export PLATFORM = sky130hd
export DESIGN_NAME = divider
export DESIGN_NICKNAME = divider
export VERILOG_FILES = /design/flow/design.v
export SDC_FILE = /design/flow/constraint.sdc
export NUM_CORES = 4
export LEC_CHECK = 1
export CORE_UTILIZATION = 40
[flow/constraint.sdc]
current_design divider

set clk_period 3.7
set clk_io_pct 0.2

create_clock -name clk0 -period $clk_period [get_ports {clk}]

set non_clock_inputs [all_inputs -no_clocks]
set_input_delay [expr $clk_period * $clk_io_pct] -clock clk0 $non_clock_inputs
set_output_delay [expr $clk_period * $clk_io_pct] -clock clk0 [all_outputs]
[flow/design.v]
`timescale 1ns/1ns
module comperator_11bit(ACC, B, greater);
    parameter N = 10;
    input [N-1:0] B;
    input [N:0] ACC;
    output greater;
    assign greater= (ACC>=B) ? 1'b1 : 1'b0;
endmodule
`timescale 1ns/1ns
module Counter_mod14(en, clr, clk, load, co, cnt);
    input en, clr, clk, load;
    output co;
    output [3:0] cnt;
    reg [3:0] cnt;
    always @(posedge clk or posedge clr) begin
        if (clr)
            cnt <= {4{1'b0}};
        else if (load)
            cnt <= {4'b0010};
        else if (en) 
            cnt <= cnt + 1'b1;
    end
    assign co =(cnt==4'b1111)?1'b1 :1'b0;
endmodule
`timescale 1ns/1ns
module data_path (
    a_in,b_in,q_out,clk,clr,
    shift_A,load_A,load_ACC,clear_ACC,shift_ACC,clear_Q,shift_Q,q_serial,load_B,
    enable_c,load_c,
    greater,zero_status,co,cnt,overflow
);
    input [9:0] a_in, b_in;
    input clk, clr,shift_A,load_A,load_ACC,clear_ACC,shift_ACC,clear_Q,shift_Q,q_serial,load_B,load_c;
    input enable_c;
    output [9:0] q_out;
    output [3:0] cnt;
    output greater,zero_status,co,overflow;
    wire [9:0]a_out,b_out,sum,result;
    wire [10:0] ACC_out;
    shiftregister_10bit_left dividend(a_in,1'b0, clr, clr, load_A, shift_A, clk, a_out);
    register_10bit divisor(load_B ,b_in, clk,1'b0, clr,b_out);
    shiftregister_11bit_left ACC({1'b0,sum}, a_out[9], clear_ACC, clr, load_ACC, shift_ACC, clk, ACC_out);
    shiftregister_10bit_left quotient( {10{1'b0}}, q_serial, clr, clear_Q, 1'b0, shift_Q, clk, q_out);
    subtractor_11bit subtract(ACC_out, b_out, sum);
    comperator_11bit comparetor(ACC_out, b_out, greater);
    Counter_mod14 count_up(enable_c, clr, clk, load_c, co, cnt);
    assign zero_status=~|b_out;
    assign overflow=~|q_out[9:4];
endmodule
`timescale 1ns/1ns
module divider(a_in, b_in, clk, sclr, start, q_out, dvz, ovf, busy, valid);
    input [9:0] a_in, b_in;
    input start,clk,sclr;
    output [9:0] q_out;
    output dvz,ovf,busy,valid;
    wire shift_A,load_A,load_ACC,clear_ACC,shift_ACC,clear_Q,shift_Q,q_serial,load_B,
        enable_c,load_c, greater,zero_status,co,overflow;
    wire [3:0] cnt;
    data_path dp(.a_in(a_in),.b_in(b_in),.q_out(q_out),.clk(clk),.clr(sclr),.shift_A(shift_A),
                .load_A(load_A),.load_ACC(load_ACC),.clear_ACC(clear_ACC),
                .shift_ACC(shift_ACC),.clear_Q(clear_Q),.shift_Q(shift_Q),
                .q_serial(q_serial),.load_B(load_B),.enable_c(enable_c),
                .load_c(load_c),.greater(greater),.zero_status(zero_status),
                .co(co),.cnt(cnt),.overflow(overflow));
    divider_controller controller(.start(start),.clock(clk),.sclr(sclr),
                                .overflow_time(cnt),.overflow_detected(overflow),
                                .valid_devision(zero_status),.gt(greater),
                                .complete_divide(cnt),.valid(valid),.loadA(load_A),
                                .loadB(load_B),.clearQ(clear_Q),.clearACC(clear_ACC),
                                .q_serial(q_serial),.shift_enable_A(shift_A),
                                .shifht_enable_ACC(shift_ACC),.loadACC(load_ACC),
                                .count_up(enable_c),.load_counter(load_c),.busy(busy),
                                .ovf(ovf),.dvz(dvz), .shift_enable_q(shift_Q));
endmodule
`timescale 1ns/1ns
module divider_controller(start, clock, sclr,overflow_time, overflow_detected, valid_devision, gt, complete_divide, valid, loadA, loadB, clearQ,
                        clearACC, q_serial, shift_enable_A, shifht_enable_ACC, loadACC, count_up,shift_enable_q, load_counter, busy, ovf, dvz);
    input start, clock, sclr, overflow_detected, valid_devision, gt;
    input [3:0] overflow_time,complete_divide;
    output valid, loadA, loadB, clearQ, clearACC, shift_enable_A, shifht_enable_ACC, q_serial, loadACC, count_up,shift_enable_q, load_counter, busy, ovf, dvz;
    reg [3:0] ps, ns;
    reg loadA, loadB, clearQ, clearACC, shift_enable_A, shifht_enable_ACC, q_serial, loadACC, count_up, load_counter, busy, ovf, dvz, valid, shift_enable_q;
    always @(posedge clock) begin
        if (sclr)
            ps <= 4'b0000;
        else
            ps <= ns;
    end
    always @(ps or start or valid_devision or gt or overflow_detected or overflow_time or complete_divide) begin
        case (ps)
            4'b0000: ns = start ? 4'b0001 : 4'b0000 ;
            4'b0001: ns = 4'b0010;
            4'b0010: ns = valid_devision ? 4'b1101 : 4'b0011;
            4'b1101: ns = 4'b0000;
            4'b0011: ns = 4'b0100;
            4'b0100: ns = gt ? 4'b0101 : 4'b0110;
            4'b0101: ns = 4'b0111;
            4'b0110: ns = 4'b0111;
            4'b0111: ns = (overflow_time == 4'b1001) ? 4'b1000 : 4'b1001;
            4'b1000: ns = overflow_detected ? 4'b1001 : 4'b1100;
            4'b1100: ns = 4'b0000; 
            4'b1001: ns = 4'b1010;
            4'b1010: ns = (complete_divide == 4'b1111) ? 4'b1011 : 4'b0100;
            4'b1011: ns = 4'b0000;
            default: ns = 4'b0000;
        endcase
    end
    always @(ps) begin
        {loadA,loadB,clearQ,clearACC, busy, load_counter, dvz, shift_enable_A,shifht_enable_ACC, q_serial, loadACC, ovf, count_up,shift_enable_q, valid} = 15'b0;
        case (ps)
            4'b0000:;
            4'b0001: {loadA,loadB,clearQ,clearACC, busy} = 5'b11111;
            4'b0010: {load_counter, busy} = 2'b11;
            4'b1101: {busy, dvz} = 2'b11;
            4'b0011: {shift_enable_A,shifht_enable_ACC, busy} = 3'b111;
            4'b0100:busy = 1'b1;
            4'b0101: {q_serial, loadACC, busy, shift_enable_q} = 4'b1111;
            4'b0110:{busy, shift_enable_q} = 2'b11;
            4'b0111:busy = 1'b1;
            4'b1000: busy = 1'b1;
            4'b1100: {ovf, busy} = 2'b11;
            4'b1001: {shift_enable_A,shifht_enable_ACC, busy} = 3'b111;
            4'b1010: {count_up, busy} = 2'b11;
            4'b1011: {valid, busy} = 2'b11;
            default:;
        endcase
    end
endmodule
`timescale 1ns/1ns
module register_10bit(load, data_B, clk, sclr, clr, parout);
    parameter N = 10;
    input load, clk, clr,sclr;
    input [N-1:0] data_B;
    output [N-1:0] parout;
    reg [N-1:0] parout;
    always @(posedge clk or posedge clr) begin
        if (clr)
            parout <= {N{1'b0}};
        else if (sclr)
            parout <= {N{1'b0}};
        else if (load)
            parout <= data_B;
    end
endmodule
`timescale 1ns/1ns
module shiftregister_10bit_left (data_in, ser_in, clr, sclr, load, shift_s, clk, data_out);
  parameter N = 10;
  input [N-1:0] data_in;
  input ser_in, sclr, load, shift_s, clk,clr;
  output [N-1:0] data_out;
  reg [N-1:0] data_out;
  always @(posedge clk or posedge clr)
    if (clr) 
      data_out <= {N{1'b0}};
    else if (sclr)
      data_out <= {N{1'b0}};
    else if (load)
      data_out <= data_in;
    else if (shift_s)
      data_out <= {data_out[8:0],ser_in};
endmodule
`timescale 1ns/1ns
module shiftregister_11bit_left (data_in, ser_in, sclr,clr, load, shift_s, clk, data_out);
  parameter N = 11;
  input [N-1:0] data_in;
  input ser_in, sclr, load, shift_s, clk,clr;
  output [N-1:0] data_out;
  reg [N-1:0] data_out;
  always @(posedge clk or posedge clr)
    if (clr)
      data_out <= {N{1'b0}};
    else if (sclr)
      data_out <= {N{1'b0}};
    else if (load)
      data_out <= data_in;
    else if (shift_s)
      data_out <= {data_out[9:0],ser_in};
endmodule
`timescale 1ns/1ns
module subtractor_11bit(ACC, B, result);
    parameter N = 10;
    input [N-1:0] B;
    input [N:0] ACC;
    output [N-1:0] result;
    wire co;
    assign {co,result} = ACC-{1'b0,B};
endmodule
[flow/run.sh]
#!/bin/bash
# OpenROAD 26Q1-2900-gdf79404cd8, Yosys 0.63+post, stock flow scripts
make -C /OpenROAD-flow-scripts/flow DESIGN_CONFIG=/design/flow/config.mk WORK_HOME=/design/flow/orfs finish
==> impl_results.html <==
<!-- implementation run metrics -->
<table>
<tr><th>Metric</th><th>Value</th></tr>
<tr><th colspan="2">Routing</th></tr>
<tr><td>Pre-Repair DR Iteration Count</td><td>4</td></tr>
<tr><td>DRC marker count from the first detailed-route iteration</td><td>129</td></tr>
<tr><td>Via density</td><td>5.07</td></tr>
<tr><td>WL/cell</td><td>13.2 um</td></tr>
<tr><td>Wire length after detailed routing</td><td>6410 um</td></tr>
<tr><td>Number of remaining DRC errors</td><td>0</td></tr>
<tr><td>Inserted Diodes</td><td>0</td></tr>
<tr><td>Remaining antenna violation count</td><td>0</td></tr>
<tr><td>Vias</td><td>2462</td></tr>
<tr><th colspan="2">Timing</th></tr>
<tr><td>Worst setup skew after layout</td><td>11.9 ps</td></tr>
<tr><td>Top achievable clock speed</td><td>409 MHz</td></tr>
<tr><td>Final-layout setup total negative slack</td><td>0 ps</td></tr>
<tr><td>Final worst path period share</td><td>0.660</td></tr>
<tr><td>Count of pins over their slew limit</td><td>0</td></tr>
<tr><td>Slew at the pin closest to its max-slew limit</td><td>821 ps</td></tr>
<tr><td>Time the worst path needs with I/O delays and setup</td><td>2440 ps</td></tr>
<tr><td>RSZ-0062 raised after global routing</td><td>no</td></tr>
<tr><td>Final Setup Violations</td><td>0</td></tr>
<tr><td>Relative slew slack</td><td>0.452</td></tr>
<tr><td>Hold Fails Final Rpt</td><td>0</td></tr>
<tr><th colspan="2">Setup path</th></tr>
<tr><td>Critical path capture point type</td><td>flop</td></tr>
<tr><td>Worst Path Class, Setup</td><td>reg2reg</td></tr>
<tr><td>Arrival time of the worst setup path</td><td>2670 ps</td></tr>
<tr><td>CP Launch Type</td><td>flop</td></tr>
<tr><td>Critical-path maximum fanout</td><td>8</td></tr>
<tr><td>Critical Path RT</td><td>3930 ps</td></tr>
<tr><th colspan="2">Clock tree</th></tr>
<tr><td>Max Buffers Root-to-Sink</td><td>2</td></tr>
<tr><td>Post-CTS Setup Repair Bufs</td><td>0</td></tr>
<tr><td>H-tree depth</td><td>3</td></tr>
<tr><td>CTS clock-pin slew for the worst setup and hold paths</td><td>70 ps</td></tr>
<tr><td>Post-CTS resize count</td><td>0</td></tr>
<tr><td>CTS Sinks</td><td>59</td></tr>
<tr><td>Latency at later pin</td><td>340 ps</td></tr>
<tr><td>Number of buffers added by the clock tree synthesis step</td><td>9</td></tr>
<tr><td>Root buffer cell</td><td>sky130_fd_sc_hd__clkbuf_8</td></tr>
<tr><td>Clock tree from TritonCTS</td><td>yes</td></tr>
<tr><td>Number of buffers inserted by hold repair at cts</td><td>0</td></tr>
<tr><th colspan="2">Synth</th></tr>
<tr><td>Yosys warnings</td><td>5</td></tr>
<tr><td>Async set or reset register ratio after synthesis</td><td>0.763</td></tr>
<tr><td>Synth cell count leaders</td><td>52 x sky130_fd_sc_hd__nor2_1, 45 x sky130_fd_sc_hd__dfrtp_1, 23 x sky130_fd_sc_hd__nand2_1</td></tr>
<tr><td>Total cells reported by yosys after synthesis</td><td>347</td></tr>
<tr><td>Cells after synthesis</td><td>347</td></tr>
<tr><td>Cell taking the most area after synthesis</td><td>sky130_fd_sc_hd__dfrtp_1</td></tr>
<tr><td>Area of the mapped netlist</td><td>0.00325 mm^2</td></tr>
<tr><td>Number of flops mapped to enable cells by yosys</td><td>0</td></tr>
<tr><td>Mean instance size in the synthesized netlist</td><td>9.36 um^2</td></tr>
<tr><td>Primary FF master, synth</td><td>sky130_fd_sc_hd__dfrtp_1</td></tr>
<tr><td>Top-area cell type share of the netlist area</td><td>0.347</td></tr>
<tr><td>Sequential area share after synthesis</td><td>0.433</td></tr>
<tr><td>Chip area in the Yosys report</td><td>0.00325 mm^2</td></tr>
<tr><td>Flops out of synthesis</td><td>59</td></tr>
<tr><td>Cell variety after synth</td><td>57</td></tr>
<tr><td>Most frequent cell after synthesis</td><td>sky130_fd_sc_hd__nor2_1</td></tr>
<tr><td>Cell area leaders</td><td>sky130_fd_sc_hd__dfrtp_1 35%, sky130_fd_sc_hd__dfxtp_1 8.6%, sky130_fd_sc_hd__mux2i_1 6.8%</td></tr>
<tr><th colspan="2">Floorplanning</th></tr>
<tr><td>Die X-Extent</td><td>92.1 um</td></tr>
<tr><td>Chip area</td><td>0.00848 mm^2</td></tr>
<tr><td>Height of the die</td><td>92.1 um</td></tr>
<tr><td>Core area</td><td>0.00781 mm^2</td></tr>
<tr><td>Initial standard-cell utilization of the core</td><td>0.416</td></tr>
<tr><td>Top Ports</td><td>37</td></tr>
<tr><td>Number of rows created at floorplan</td><td>32</td></tr>
<tr><th colspan="2">Power and ir drop</th></tr>
<tr><td>Part of the total power dissipated in combinational logic</td><td>0.417</td></tr>
<tr><td>Leakage power</td><td>0.00167 uW</td></tr>
<tr><td>Sw Pwr</td><td>1000 uW</td></tr>
<tr><td>Pint</td><td>1560 uW</td></tr>
<tr><td>Sequential Power Share</td><td>0.372</td></tr>
<tr><td>Net Sw Frac</td><td>0.391</td></tr>
<tr><td>Clock power frac</td><td>0.211</td></tr>
<tr><td>Power per standard cell area</td><td>667 mW/mm^2</td></tr>
<tr><td>Worst-case vdd ir drop</td><td>0.261 mV</td></tr>
<tr><th colspan="2">Final layout</th></tr>
<tr><td>Layout cell share with drive strength beyond 1</td><td>0.0807</td></tr>
<tr><td>Final core utilization</td><td>0.493</td></tr>
<tr><td>Non-filler cells, final</td><td>486</td></tr>
<tr><td>Syn-to-layout area delta</td><td>18.5%</td></tr>
<tr><td>Fill count</td><td>735</td></tr>
<tr><th colspan="2">Job</th></tr>
<tr><td>Total number of warnings across the stage logs</td><td>28</td></tr>
<tr><td>Max Cap Viol</td><td>0</td></tr>
<tr><th colspan="2">Status</th></tr>
<tr><td>Status</td><td>finished clean</td></tr>
<tr><th colspan="2">Global routing</th></tr>
<tr><td>Remaining global-route overflow</td><td>0</td></tr>
<tr><td>Number of global-route vias before repair</td><td>2386</td></tr>
<tr><td>Number of antenna violations at the first check in global routing</td><td>0</td></tr>
<tr><td>Wire length of the first global-routing pass</td><td>11300 um</td></tr>
<tr><td>Global router's overall resource usage</td><td>0.170</td></tr>
<tr><td>Largest net degree at the start of global routing</td><td>46</td></tr>
<tr><th colspan="2">Place</th></tr>
<tr><td>Hpwl dp</td><td>4460 um</td></tr>
<tr><td>Placer congestion estimate</td><td>0.837</td></tr>
<tr><td>Count of input and output buffers</td><td>36</td></tr>
<tr><td>Total placed cells including tap cells</td><td>470</td></tr>
<tr><th colspan="2">Hold path</th></tr>
<tr><td>Path class of the lowest-slack min-delay path</td><td>reg2reg</td></tr>
</table>
path summary, 6_finish.rpt:
check,slack (ps),startpoint,end,cells past startpoint
max,1260,dp.ACC.data_out[5],controller.shifht_enable_ACC,9
min,480,controller.load_counter,dp.count_up.cnt[3],1
max reg2reg,1260,dp.ACC.data_out[5],controller.shifht_enable_ACC,9
min reg2reg,480,controller.load_counter,dp.count_up.cnt[3],1
max in group asynchronous,2020,sclr,dp.quotient.data_out[5],3
min in group asynchronous,1260,sclr,dp.ACC.data_out[5],3
cells by family (layout without fill, tap and decap cells):
kind of cell / after synthesis / after routing / synth area share
XOR/XNOR: 9 / 9 / 0.0243
AND-OR/OR-AND: 79 / 79 / 0.170
AND/OR/NAND/NOR: 124 / 124 / 0.187
buffers and inverters: 37 / 74 / 0.0505
adder cells (fa/ha/maj): 16 / 16 / 0.0639
flip-flops: 59 / 59 / 0.433
multiplexers: 23 / 23 / 0.0713
per-stage QoR:
step | instance area, um^2 | hold WS [ps] | power, uW | worst slack, ps
after floorplan | 3250 | 419 | 1800 | 1010
after global placement | 3670 | 461 | 2040 | 1240
after detailed placement | 3670 | 465 | 2040 | 1180
after CTS | 3850 | 477 | 2590 | 1270
after global routing | 3850 | 495 | 2780 | 1050
final | 3850 | 477 | 2570 | 1260
layer usage:
| metal | up-vias | share of wire | track usage | wire, um |
|---|---|---|---|---|
| met5 | - | 0 | 0 | 0 |
| met4 | 0 | 0.016 | 0.0221 | 102 |
| met3 | 9 | 0.028 | 0.0354 | 182 |
| met2 | 28 | 0.43 | 0.252 | 2750 |
| met1 | 1152 | 0.53 | 0.273 | 3380 |
| li1 | 1273 | - | - | - |
critical path, stage by stage, from the launching register on:
cell and delay (ps):
sky130_fd_sc_hd__dfrtp_1 400, sky130_fd_sc_hd__ha_1 380, sky130_fd_sc_hd__nand4_1 160, sky130_fd_sc_hd__o31ai_2 80, sky130_fd_sc_hd__a211oi_2 260, sky130_fd_sc_hd__nand2_1 80
sky130_fd_sc_hd__a211o_2 360, sky130_fd_sc_hd__and2_1 200, sky130_fd_sc_hd__ha_1 210, sky130_fd_sc_hd__a22o_1 190
power groups by stage:
stage     clock [uW]  combinational (uW)  sequential, uW
4_1_cts          558                1080             957
6_report         541                1070             955
5_1_grt          593                1200             985
final cells by class:
class / count / area, um^2 / area share
Clock inverter: 2 / 10.0 / 0.00260
Timing Repair Buffer: 39 / 383 / 0.0994
Clock buffer: 14 / 173 / 0.0448
Inverter: 19 / 71.3 / 0.0185
Tap cell: 102 / 128 / 0.0331
Sequential cell: 59 / 1410 / 0.366
Multi-Input combinational cell: 251 / 1680 / 0.436
layout by cell type, fill, tap and decap left out, drive strengths merged, types with 2 or more instances in the layout:
cell / netlist / routed
a211oi: 18 / 18
a21boi: 2 / 2
a21o: 3 / 3
a21oi: 23 / 23
a31oi: 3 / 3
and2: 5 / 5
and3: 3 / 3
and3b: 2 / 2
buf: 7 / 3
clkbuf: 11 / 14
clkdlybuf4s50: 0 / 36
clkinv: 0 / 3
dfrtp: 45 / 45
dfxtp: 14 / 14
ha: 15 / 15
inv: 19 / 18
mux2i: 22 / 22
nand2: 23 / 23
nand2b: 7 / 7
nand3: 3 / 3
nand4: 4 / 4
nor2: 52 / 52
nor2b: 9 / 9
nor3: 8 / 8
nor3b: 2 / 2
o211ai: 3 / 3
o21ai: 17 / 17
o221ai: 2 / 2
or2: 2 / 2
xnor2: 3 / 3
xor2: 6 / 6
state kept, by name, summed over array words and instances, names as in the netlist:
name,flops
dp.divisor.parout,10
controller.ps,4
dp.quotient.data_out,10
dvz,1
dp.quotient.ser_in,1
controller.load_counter,1
valid,1
controller.shifht_enable_ACC,1
dp.count_up.cnt,4
dp.ACC.data_out,11
busy,1
controller.shift_enable_q,1
clear_ACC,1
ovf,1
controller.count_up,1
dp.dividend.data_out,10
Power is estimated from default activity; no workload was simulated.
