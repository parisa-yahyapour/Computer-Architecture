$ cat ./run.sh
#!/bin/bash
# OpenROAD 26Q1-2900-gdf79404cd8, Yosys 0.63+post, stock flow scripts
make -C /OpenROAD-flow-scripts/flow DESIGN_CONFIG=/design/flow/config.mk WORK_HOME=/design/flow/orfs finish
$ cat ./config.mk
export PLATFORM = sky130hd
export DESIGN_NAME = ABS
export DESIGN_NICKNAME = ABS
export VERILOG_FILES = /design/flow/design.v
export SDC_FILE = /design/flow/constraint.sdc
export NUM_CORES = 4
export LEC_CHECK = 1
export CORE_AREA = 10 10 114 114
export DIE_AREA = 0 0 124 124
$ cat ./constraint.sdc
current_design ABS

set clk_period 8.2
set clk_io_pct 0.2

create_clock -name clk0 -period $clk_period

set non_clock_inputs [all_inputs -no_clocks]
set_input_delay [expr $clk_period * $clk_io_pct] -clock clk0 $non_clock_inputs
set_output_delay [expr $clk_period * $clk_io_pct] -clock clk0 [all_outputs]
$ cat ./design.v
`timescale 1ns/1ns
module ABS(Src1, Src2, res1, res2);
    input [31:0] Src1, Src2;
    output [31:0] res1, res2;
    reg [31:0] res1, res2;
    wire [1:0] select;
    assign select={Src1[31],Src2[31]};
    always @(*) begin
        case (select)
            2'd0: begin
                res1=Src1;
                res2=Src2;
            end
            2'd1: begin
                res1=Src1;
                res2=~(Src2)+1;
            end
            2'd2: begin
                res1=~(Src1)+1;
                res2=Src2;
            end
            2'd3: begin
                res1=~(Src1)+1;
                res2=~(Src2)+1;
            end
            default: begin
                res1=Src1;
                res2=Src2;
            end
        endcase
    end
endmodule
==> results.txt <==
run metrics: input/output buffers=128, core area=10400 sq um, Distinct lib cells used=33, number of setup buffers added after CTS=0, number of cells in Yosys stat=197, CP Max Fanout=12, Max Freq=0.167 GHz, met3 Resource Use GR=5.74%, Critical Path AT=4.36 ns, Yosys Chip Area=1520 sq um, number of search-and-repair iterations in the first detailed-routing pass=5, Worst EP required=6.56 ns, wire length of the first global-routing pass=10.6 mm, category of the worst setup path capture point=output port, vertical die dimension=124 um, tightest slew margin relative to the limit=54.8%, final period utilization=73.1%, placed cell areas=2940 sq um, result of the run=complete, no violations, Flop area=0 sq um, M2 GR Usage=13.2%, final wirelength=6.99 mm, and-or/or-and share of the synthesized area=29.1%, setup repair after global routing missed its margin=no, flip-flops=0, Hold Worst Slack=4.19 ns, areal power density over the cells=54.3 nW/um^2, total number of vias=2008, # resized after CTS=0, xor/xnor share=33.4%, final routed wire length divided by cell count=15.4 um, DP Wirelength=6.09 mm, Slew @ Worst Pin=0.669 ns, FILL cells=1108, core utilization of the finished layout=28.2%, vias in the first global route=2063, share of post-route cells with drive strength above 1=7.23%, fin area=2940 sq um, initial antenna violation count=0, detailed router's first-iteration violation count=108, residual antenna-violating net count after detailed routing=0, Remaining DRCs=0, largest combinational cell category by area=XOR/XNOR gates, final hold vios=0, Initial Util=14.6%, most frequent cells in the layout=clkdlybuf4s50_1, xnor2_1, o31ai_1, nand2_1, o21ai_0, adder share=1.65%, aggregate negative setup slack=0 ns, area enclosed by the die boundary=15400 sq um, standby leakage power=0.869 nW, total congestion overflow after global routing=0, area share of and/or/nand/nor cells after synthesis=31.4%, number of top-level pins=128, Synthesis Warnings=1, type of the tightest min-delay check=input pin to output port, via/cell ratio=4.42, total standard cell area after synthesis=1520 sq um, sequential fraction of the synthesis area=0%, OpenROAD warning count=32, Crit Path Class=input pin to output port, count of antenna diodes in the layout=0, max-slew violation count=0, number of hold buffers added after cts=0, startpoint types=input pin, count of mapped cells out of synthesis=197, last weighted congestion value of the routability-driven placer=0.950, combinational cell area excluding buffers and inverters=1450 sq um, peak-usage layer in the global routing report=met2, met1 Track Usage GR=9.73%, die width=124 um, maximum number of pins on one net before global-route repair=33, multiplexer share of the synthesized area=0%, area growth from synthesis to layout=93.3%, final setup vio count=0, Synth Area per Inst=7.72 sq um, Placement Rows=37, tally of max-capacitance violations=0, final total power=0.000159 W, minimum clock period after layout=6.00 ns, peak supply drop=0.0268 mV, count of clock buffers in the final design=0, Global Route Usage Sum=8.33%, most frequent logic cell in the layout=clkdlybuf4s50_1
==> power breakdown <==
| part | total, W | internal [W] | switching, W |
|---|---|---|---|
| Sequential | 0 | 0 | 0 |
| Combinational | 0.000159 | 0.000106 | 0.0000538 |
| Clock | 0 | 0 | 0 |
| Total | 0.000159 | 0.000106 | 0.0000538 |
==> cells by family (layout without fill, tap and decap cells) <==
| kind of cell | Yosys count | count (layout) |
|---|---|---|
| simple gates | 72 | 72 |
| buf+inv | 14 | 135 |
| fa+ha+maj | 2 | 2 |
| compound gates | 51 | 51 |
| xor+xnor | 58 | 58 |
==> critical path, stage by stage <==
cell	delay, ns
clkdlybuf4s50_1	0.46
nor3_2	0.39
nand4b_1	0.59
o41ai_1	0.59
xnor2_1	0.17
clkdlybuf4s50_1	0.52
==> synthesized netlist by cell type (all sizes together) (2+ instances only) <==
master | instances | area share, %
o41ai | 14 | 12
clkbuf | 4 | 1.2
o21ai | 15 | 4.9
nand4 | 5 | 3.5
nor4b | 2 | 1.6
o31ai | 22 | 12
buf | 5 | 2.0
or3 | 5 | 2.4
or4 | 4 | 2.2
ha | 2 | 1.6
inv | 5 | 1.2
nand3 | 5 | 1.6
nor3 | 6 | 2.3
xnor2 | 58 | 33
nand3b | 2 | 0.99
nor4 | 9 | 7.5
nand2 | 20 | 4.9
nand2b | 4 | 1.6
nor2 | 9 | 2.2
==> path summary, 6_finish.rpt <==
| check | depth (start not counted) | startpoint | to |
|---|---|---|---|
| min | 2 | Src1[0] | res1[0] |
| max | 6 | Src2[6] | res2[25] |
==> per-layer routing <==
metal / wire, um / part of all wire, %
met3: 1430 / 21
met1: 2810 / 40
met5: 0 / 0
met4: 0 / 0
met2: 2740 / 39
==> per-stage QoR <==
| stage | cells | worst slack [ns] |
|---|---|---|
| after floorplan | 197 | 3.69 |
| after global placement | 454 | 2.24 |
| after detailed placement | 454 | 2.20 |
| after CTS | 454 | 2.20 |
| after global routing | 454 | 2.01 |
| final | 454 | 2.20 |
==> area by class of cell <==
cell class | count | share of cell area (%)
inverter | 5 | 0.639
timing repair buffer | 130 | 44.1
tap | 136 | 5.79
multi-input combinational | 183 | 49.4
Power figures rest on the tool's default switching activity, not on a simulated workload.
