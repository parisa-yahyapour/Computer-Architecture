`config.mk`:
```
export PLATFORM = sky130hd
export DESIGN_NAME = regfile
export DESIGN_NICKNAME = regfile
export VERILOG_FILES = /design/flow/design.v
export SDC_FILE = /design/flow/constraint.sdc
export NUM_CORES = 4
export LEC_CHECK = 1
export CORE_UTILIZATION = 50
```
`constraint.sdc`:
```
current_design regfile

set clk_period 16.6
set clk_io_pct 0.2

create_clock -name clk0 -period $clk_period [get_ports {clk}]

set non_clock_inputs [all_inputs -no_clocks]
set_input_delay [expr $clk_period * $clk_io_pct] -clock clk0 $non_clock_inputs
set_output_delay [expr $clk_period * $clk_io_pct] -clock clk0 [all_outputs]
```
`design.v`:
```
`timescale 1ns/1ns
module regfile(clk,rst, RegWrite, A1, A2, A3, WD3, RD1, RD2);
    input clk, rst;
    input RegWrite;
    input [4:0] A1;
    input [4:0] A2;
    input [4:0] A3;
    input [31:0] WD3;
    output [31:0] RD1;
    output [31:0] RD2;
    reg [31:0] registers [31:0];
    assign RD1 = registers[A1];
    assign RD2 = registers[A2];
    always @(posedge clk or posedge rst) begin
      if (rst) registers[0]=32'd0;
      else if (RegWrite)
	    begin
	        registers[A3] <= WD3;
      end
    end
endmodule
```
`run.sh`:
```
#!/bin/bash
# OpenROAD 26Q1-2900-gdf79404cd8, Yosys 0.63+post, stock flow scripts
make -C /OpenROAD-flow-scripts/flow DESIGN_CONFIG=/design/flow/config.mk WORK_HOME=/design/flow/orfs finish
```
==> Implementation_results.wiki <==
== Run summary ==
{| class="wikitable"
! Metric !! Value
|-
| Outcome || finished clean
|-
| Dominant kind of combinational cell || simple AND/OR/NAND/NOR gates
|-
| Finished Cell Area || 0.05375 mm^2
|-
| Cell area power density || 110.2 mW/mm^2
|-
| Part of the total power dissipated in combinational logic || 0.083
|-
| Number of pins exceeding their max-slew limit in the final report || 0
|-
| H-tree levels || 3
|-
| Yosys cell count || 3715
|-
| # resized after CTS || 0
|-
| Final worst path period need || 11340 ps
|-
| Adder and majority cell fraction of the synthesized area || 0
|-
| DR vias || 42.20k
|-
| Clock Tree Root || sky130_fd_sc_hd__clkbuf_16
|-
| Gate count after technology mapping || 3715
|-
| Worst Setup Start Kind || input pin
|-
| Worst endpoint required time || 13280 ps
|-
| Proportion of synthesized chip area in sequential cells || 0.6574
|-
| Top Metal Used || met5
|-
| Final-layout fill cell count || 7135
|-
| Largest register by flop count || registers
|-
| CP max FO || 43
|-
| Num Clock Sinks || 1024
|-
| Portion of netlist area occupied by mux cells || 0.01086
|-
| Setup slack after layout || 5264 ps
|-
| Effective utilization at floorplan || 0.5061
|-
| Cycle use final || 0.6829
|-
| Pin count of the biggest net entering global routing || 103
|-
| Post-synthesis instance area || 0.04653 mm^2
|-
| Placement Rows || 111
|-
| Drt initial violations || 5742
|-
| Wire length the detailed router placed on met1 || 71880 um
|-
| Max reg flops || 1024
|-
| Count of yosys warnings during synthesis || 2
|-
| Setup slack after placement || 5672 ps
|-
| Flop pwr share || 0.489
|-
| Most common reg cell || sky130_fd_sc_hd__edfxtp_1
|-
| Cell types occupying the most area after synthesis || sky130_fd_sc_hd__edfxtp_1 (64%), sky130_fd_sc_hd__nand3_1 (10%), sky130_fd_sc_hd__a22oi_1 (5.1%)
|-
| Count of unique library cells instantiated by Yosys || 62
|-
| Clock latency at the later pin of the worst-skew pair || 720 ps
|-
| WL/cell || 49.11 um
|-
| Post-detailed-route DRC marker count || 0
|-
| Last weighted congestion value of the routability-driven placer || 1.101
|-
| Synthesis area per yosys || 0.04653 mm^2
|-
| Static power due to leakage || 18.03 nW
|-
| Final wirelength || 254200 um
|-
| Placed insts || 4940
|-
| Post-synthesis sequential element count || 1024
|-
| Max capacitance violation total || 0
|-
| Setup slack, reg-to-reg || 15720 ps
|-
| Number of setup violations in the final report || 0
|-
| Total placed instance area || 0.04998 mm^2
|-
| Floorplan die height || 307.1 um
|-
| Biggest area consumer among synthesized cells || sky130_fd_sc_hd__edfxtp_1
|-
| Number of global-route vias before repair || 43.46k
|-
| Number of failing hold endpoints at the final stage || 0
|-
| # IOs || 114
|-
| Final TNS setup || 0 ps
|-
| Area growth from synthesis to layout || 15.51%
|-
| Endpoint arrival time on the critical path || 8020 ps
|-
| Average instance area after synthesis || 12.52 um^2
|-
| EDFF count, synth || 992
|-
| TritonCTS clock tree || done
|-
| Max-area cell share || 0.6402
|-
| Chip area || 0.09428 mm^2
|-
| Total Routing Usage GR || 0.5953
|-
| CTS clock-pin slew for the worst setup and hold paths || 60 ps
|-
| Initial antenna violation count || 26
|-
| Met3 wire length || 55730 um
|-
| Setup Fix Bufs, Post-CTS || 0
|-
| Share of layout cells above drive strength 1 || 0.1362
|-
| Switching share of power || 0.2412
|-
| Top Registers || registers (1024)
|-
| Core area || 0.09194 mm^2
|-
| Maximum clock frequency || 0.08822 GHz
|-
| Xor and xnor fraction of the mapped netlist area || 0
|-
| Async set-or-reset flop fraction in the synthesized netlist || 0.03125
|-
| Internal power component || 0.004493 W
|-
| Worst-case clock buffer depth || 3
|-
| Type of element capturing the critical path || output port
|-
| Via density || 8.152
|-
| Unrepaired setup endpoints after global routing || false
|-
| First drt pass iteration count || 14
|-
| Switching component of the power || 0.001428 W
|-
| Cts bufs inserted || 107
|-
| Classification of the worst setup path || in2out
|-
| Worst hold-check path type || reg2reg
|-
| Count of hold buffers inserted by post-cts repair || 0
|-
| Number of buffers inserted by port buffering || 113
|-
| Area fraction in and, or, nand and nor cells after synthesis || 0.2033
|-
| Worst slew slack as a fraction of its limit || 0.07780
|-
| Final non-filler cell total || 5176
|-
| Clock Power Share || 0.428
|-
| Metal2 WL || 97590 um
|-
| Log Warnings || 30
|-
| DPL Wire Length || 145900 um
|-
| Clock skew || 0 ps
|-
| Antenna Nets Post-Route || 0
|-
| Width of the chip || 307.1 um
|-
| Pin slew with the least headroom to its limit || 1373 ps
|-
| Wire length of the first global-routing pass || 344600 um
|-
| Remaining global-route overflow || 0
|-
| Synthesized-area fraction occupied by ao, oa, aoi and oai cells || 0.09664
|-
| Max rail drop VDD || 0.09610 mV
|}
## per-layer routing
layer  global-route usage  vias up
met1               0.6311    19766
met5               0.2460        -
met4               0.4383       82
met2               0.7166     5210
met3               0.5383     1714
li1                     -    15423
## per-stage QoR
stage                 util  total power [W]  hold slack, ps
detailed placement  0.5436         0.003401           528.9
global placement    0.5436         0.003401           526.8
CTS                 0.5837         0.005878           545.5
floorplan                -         0.003119           489.0
global route        0.5840         0.006009           558.2
finish              0.5846         0.005921           549.0
## critical path, stage by stage
cell and delay (ps):
sky130_fd_sc_hd__buf_2 80, sky130_fd_sc_hd__buf_4 400, sky130_fd_sc_hd__buf_4 620, sky130_fd_sc_hd__and2_4 700, sky130_fd_sc_hd__buf_4 740, sky130_fd_sc_hd__and2_0 580
sky130_fd_sc_hd__buf_4 340, sky130_fd_sc_hd__a22oi_1 120, sky130_fd_sc_hd__o2111ai_1 220, sky130_fd_sc_hd__o32a_1 280, sky130_fd_sc_hd__clkdlybuf4s50_1 500
## synthesized netlist by cell type, drive strengths merged (9+ instances only)
cell and instances:
and3 218, edfxtp 992, a22o 19, buf 73, a31oi 10, nor2b 12
nand2 26, nor2 60, and2 51, a222oi 22, nor3 21, nor4 10
nand4 280, nand2b 11, mux2 36, nand3 937, mux2i 10, dfrtp 32
a21oi 11, a22oi 316, or4 48, a2111oi 74, o32a 56, clkbuf 292
o21ai 9
## layout make-up
cell class              count  area [um^2]  area share
inverters                   6        22.52   0.0004190
well taps                1243         1555     0.02894
multi-input cells        2320        14910      0.2775
repair buffers            347         2900     0.05396
clock buffers             140         2954     0.05496
flip-flops and latches   1024        30590      0.5691
clock inverters            63        729.5     0.01357
diodes                     33        82.58    0.001536
## final timing paths
| kind | to | depth (start not counted) | start |
|---|---|---|---|
| min in group asynchronous | registers[0][31] | 2 | rst |
| setup reg to reg | registers[0][0] | 1 | registers[0][0] |
| max in group asynchronous | registers[0][19] | 3 | rst |
| hold reg to reg | registers[0][30] | 1 | registers[0][30] |
| setup / recovery | RD1[15] | 11 | A1[4] |
| hold / removal | registers[0][30] | 1 | registers[0][30] |
## logic make-up (layout without fill, tap and decap cells)
| kind of cell | count (synthesis) | count (layout) |
|---|---|---|
| compound gates | 559 | 559 |
| buf+inv | 371 | 556 |
| flops | 1024 | 1024 |
| other cells | 0 | 33 |
| mux | 46 | 46 |
| simple gates | 1715 | 1715 |
## power by group through the flow
stage | Sequential [W] | Combinational (W) | Clock [W]
final | 0.00289 | 0.000491 | 0.00254
after global routing | 0.00290 | 0.000488 | 0.00263
after CTS | 0.00289 | 0.000457 | 0.00253
## layout by cell type (no fill, tap or decap), types with 8 or more instances in the layout
| cell | instances |
|---|---|
| sky130_fd_sc_hd__a2111oi_0 | 74 |
| sky130_fd_sc_hd__a21oi_1 | 11 |
| sky130_fd_sc_hd__a222oi_1 | 22 |
| sky130_fd_sc_hd__a22o_1 | 19 |
| sky130_fd_sc_hd__a22oi_1 | 316 |
| sky130_fd_sc_hd__a31oi_1 | 10 |
| sky130_fd_sc_hd__and2_0 | 12 |
| sky130_fd_sc_hd__and2_1 | 35 |
| sky130_fd_sc_hd__and3_1 | 216 |
| sky130_fd_sc_hd__and4_1 | 8 |
| sky130_fd_sc_hd__buf_4 | 231 |
| sky130_fd_sc_hd__bufinv_16 | 14 |
| sky130_fd_sc_hd__clkbuf_1 | 20 |
| sky130_fd_sc_hd__clkbuf_16 | 109 |
| sky130_fd_sc_hd__clkbuf_8 | 11 |
| sky130_fd_sc_hd__clkdlybuf4s50_1 | 108 |
| sky130_fd_sc_hd__clkinv_2 | 26 |
| sky130_fd_sc_hd__clkinvlp_4 | 8 |
| sky130_fd_sc_hd__dfrtp_1 | 32 |
| sky130_fd_sc_hd__diode_2 | 33 |
| sky130_fd_sc_hd__edfxtp_1 | 992 |
| sky130_fd_sc_hd__mux2_2 | 35 |
| sky130_fd_sc_hd__mux2i_1 | 10 |
| sky130_fd_sc_hd__nand2_1 | 24 |
| sky130_fd_sc_hd__nand2b_1 | 11 |
| sky130_fd_sc_hd__nand3_1 | 937 |
| sky130_fd_sc_hd__nand4_1 | 280 |
| sky130_fd_sc_hd__nor2_1 | 18 |
| sky130_fd_sc_hd__nor2_2 | 9 |
| sky130_fd_sc_hd__nor2_4 | 33 |
| sky130_fd_sc_hd__nor2b_1 | 8 |
| sky130_fd_sc_hd__nor3_1 | 13 |
| sky130_fd_sc_hd__nor4_1 | 10 |
| sky130_fd_sc_hd__o21ai_0 | 9 |
| sky130_fd_sc_hd__o32a_1 | 56 |
| sky130_fd_sc_hd__or4_1 | 48 |
Power figures rest on the tool's default switching activity, not on a simulated workload.
